==> design/flow/design.v <==
module scanner(
input clk,
input [3:0] col,
output reg [3:0] line,
output reg pressed,
output wire [3:0] place
);
initial pressed = 0;
initial line <= 4'b1111;
reg [3:0] tecla = 0;
initial tecla = 0;
assign place = tecla;
reg[3:0] linha = 0;
reg[3:0] coluna = 0;
reg [18:0] clk_counter = 0;
parameter milisec = 520000;
parameter miliDebounce = 2125000;
reg[3:0] lineState = 4'b1111;
parameter L0 = 4'b1111;
parameter L1 = 4'b0111;
parameter L2 = 4'b1011;
parameter L3 = 4'b1101;
parameter L4 = 4'b1110;
parameter L5 = 4'd10;
reg[1:0] colState = 0;
always@(posedge clk)begin
	if(col != 4'b0000) begin
			case(lineState)
				L0 : begin
						line <= L0;
						lineState <= L1;
					end
				L1 : begin	
						clk_counter <= 0;
						line <= L1; 
						if(clk_counter == milisec)
							lineState <= L2;
						else begin
						if(line == L1) begin
							if(col == L1) begin		
								linha <= 4'd1;
								coluna <= 4'd1;
								tecla <= 4'd1;									
							end
							else if(col == L2) begin
								linha <= 4'd1;
								coluna <= 4'd2;
								tecla <= 4'd2; 									
							end
							else if(col == L3) begin								
								linha <= 4'd1;
								coluna <= 4'd3;
								tecla <= 4'd3;						
							end
							else if(col == L4) begin								
								linha <= 4'd1;
								coluna <= 4'd4;
								tecla <= 4'd10;
							end
						end
							clk_counter <= clk_counter + 1;
						end
					end
				L2: begin
						clk_counter <= 0;
						line <= L2;
						if(clk_counter == milisec) begin
							lineState <= L3;
							end
						else begin
							if(line == L2) begin
								if(col == L1) begin
									linha <= 4'd2;
									coluna <= 4'd1;
									tecla <= 4'd4; end
								else if(col == L2) begin
									linha <= 4'd2;
									coluna <= 4'd2;
									tecla <= 4'd5; end
								else if(col == L3) begin
									linha <= 4'd2;
									coluna <= 4'd3;
									tecla <= 4'd6; end
								else if(col == L4) begin
									linha <= 4'd2;
									coluna <= 4'd4;
									tecla <= 4'd11; end									
							end
							clk_counter <= clk_counter + 1;
						end						
				end
				L3: begin
						clk_counter <= 0;
						line <= L3;
						if(clk_counter == milisec) begin
							lineState <= L4;
							end
						else begin
							if(line == L3) begin
								if(col == L1) begin
									linha <= 4'd3;
									coluna <= 4'd1;
									tecla <= 4'd7; end
								else if(col == L2) begin
									linha <= 4'd3;
									coluna <= 4'd2;
									tecla <= 4'd8; end
								else if(col == L3) begin
									linha <= 4'd3;
									coluna <= 4'd3;
									tecla <= 4'd9; end
								else if(col == L4) begin
									linha <= 4'd3;
									coluna <= 4'd4;
									tecla <= 4'd12; end									
							end
							clk_counter <= clk_counter + 1;
						end						
				end
				L4: begin
						clk_counter <= 0;
						line <= L4;
						if(clk_counter == milisec) begin
							lineState <= L5;
							end
						else begin
							if(line == L4) begin
								if(col == L1) begin
									linha <= 4'd4;
									coluna <= 4'd1;
									tecla <= 4'd14; end
								else if(col == L2) begin
									linha <= 4'd4;
									coluna <= 4'd2;
									tecla <= 4'd0; end
								else if(col == L3) begin
									linha <= 4'd4;
									coluna <= 4'd3;
									tecla <= 4'd15; end
								else if(col == L4) begin
									linha <= 4'd4;
									coluna <= 4'd4;
									tecla <= 4'd13; end									
							end
							clk_counter <= clk_counter + 1;
						end						
				end
				L5: begin
					clk_counter <= 0;
					if(clk_counter == milisec) 
						lineState <= L0;
					else
						clk_counter <= clk_counter + 1;
				end
			endcase
		end
end
reg [31:0] debounce = 0;
always@(posedge clk) begin
	if(col == 4'b1110) begin
			debounce <= 0;
			if(debounce < miliDebounce)
				debounce <= debounce + 1;
			else
				pressed <= 1;				
		end
	else if(col == 4'b1101) begin
			debounce <= 0;
			if(debounce < miliDebounce)
				debounce <= debounce + 1;
			else
				pressed <= 1;		
	end
	else if(col == 4'b1011) begin
			debounce <= 0;
			if(debounce < miliDebounce)
				debounce <= debounce + 1;
			else
				pressed <= 1;	
		end	
	else if(col == 4'b0111) begin
			debounce <= 0;
			if(debounce < miliDebounce)
				debounce <= debounce + 1;
			else
				pressed <= 1;		
	end
	else if(col == 4'b1110) begin
			debounce <= 0;
			if(debounce < miliDebounce)
				debounce <= debounce + 1;
			else
				pressed <= 1;		
	end
	else begin
		debounce <= 0;
			if(debounce < miliDebounce)
				debounce <= debounce + 1;
			else
				pressed <= 0;
	end
end
endmodule
==> design/flow/run.sh <==
#!/bin/bash
# OpenROAD 26Q1-2900-gdf79404cd8, Yosys 0.63+post, stock flow scripts
make -C /OpenROAD-flow-scripts/flow DESIGN_CONFIG=/design/flow/config.mk WORK_HOME=/design/flow/orfs finish
==> design/flow/config.mk <==
export PLATFORM = sky130hd
export DESIGN_NAME = scanner
export DESIGN_NICKNAME = scanner
export VERILOG_FILES = /design/flow/design.v
export SDC_FILE = /design/flow/constraint.sdc
export NUM_CORES = 4
export LEC_CHECK = 1
export CORE_UTILIZATION = 30
==> design/flow/constraint.sdc <==
current_design scanner

set clk_period 3.5
set clk_io_pct 0.2

create_clock -name clk0 -period $clk_period [get_ports {clk}]

set non_clock_inputs [all_inputs -no_clocks]
set_input_delay [expr $clk_period * $clk_io_pct] -clock clk0 $non_clock_inputs
set_output_delay [expr $clk_period * $clk_io_pct] -clock clk0 [all_outputs]
==> GITHUB_STEP_SUMMARY <==
## PnR job results

| Metric | Value |
|---|---|
| Worst r2r dst | tecla[1] |
| Worst slew pin tran | a little over 700 ps |
| Ports | 14 |
| PD cells | between 300 and 400 mW/mm^2 |
| Commonest flop | edfxtp_1 |
| Reg2reg setup slack | approximately 1200 ps |
| First-pass GRT wire length | between 10,000 and 15,000 um |
| Final Power | 1.47 mW |
| MaxCap Viol Count | 0 |
| Cells after Synth | between 300 and 400 |
| Layout fillers | about 1,000 |
| Yosys cell count | 323 |
| Hold Path Origin | debounce[0] |
| WP buf/inv | 1 |
| Routed vias | approximately 2,400 |
| Logic area | 0.00153 sq mm |
| Area Overhead vs Synth | 15.9% |
| Max_slew headroom | 0.523 |
| Total track usage | 0.111 |
| WP data arrival | ~2500 ps |
| CP Launch Type | input port |
| Clk sinks | 64 |
| Post-synthesis chip area from yosys | roughly 0.0032 sq mm |
| Clk buf depth | 2 |
| Place WS | 640 ps |
| Non-Filler Instances | between 400 and 500 |
| H-tree depth | 3 |
| Via density | 4.92 |
| Worst hold endpoint | debounce[0] |
| Gr ovfl total | 0 |
| Remaining DRCs | 0 |
| Layout cells sized above 1 | 0.0888 |
| Dpl cell area | approximately 0.0035 sq mm |
| CP max-delay cell | clkdlybuf4s50_1 |
| Post-CTS sizing | 0 |
| Crit-path max cell delay | around 610 ps |
| Most instantiated logic cells after routing | edfxtp_1 (32), dfxtp_1 (32), nand2_1 (25), xnor2_1 (25), nor2_1 (24) |
| Family with the most delay on the worst path | simple AND/OR/NAND/NOR gates |
| Final Max Tran Viols | 0 |
| Min Hold Slack | 463 ps |
| Vias in the first global route | about 2,200 |
| Yosys warnings | 1 |
| Number of diodes | 0 |
| Synthesized area per cell | approximately 10 sq um |
| Async set-reset flop share out of synthesis | 0 |
| Worst clock skew | between 9 and 10 ps |
| Register area | 0.00160 sq mm |
| PortBufs | 13 |
| Final setup TNS | 0 ps |
| Critical Path Fanout Max | 12 |
| CTS tree | built |
| R2R Path Start | lineState[1] |
| Core area | ~0.010 sq mm |
| CP required | between 3000 and 4000 ps |
| Setup WS post-layout | approximately 990 ps |
| Die span in x | around 110 um |
| Synth flops | 64 |
| Unrepaired setup endpoints after global routing | no |
| Placed Cells | ~470 |
| Cycle use final | 0.719 |
| HPWL Detailed | 3840 um |
| Outcome | completed |
| Crit path time final | 2510 ps |
| Seq share, synth | 0.498 |
| Final setup violating endpoints | 0 |
| Cell Type Count | between 50 and 60 |
| Kind of critical path | input port to register |
| Routed wire length per instance | 11.9 um |
| Hold buffers post-CTS | 0 |
| Initial antenna violation count | 0 |
| Clock latency (worst-skew pair) | 330 ps |
| Fp util | 0.310 |
| Worst Setup SP | col[2] |
| Highest ir drop seen on vdd | roughly 0.17 mV |
| DRT antenna net count | 0 |
| Crit path cell chain | clkdlybuf4s50_1 -> xnor2_1 -> o211ai_1 -> nand2_1 -> nor4_1 |
| Routability congestion estimate | between 0.7 and 0.8 |
| F_max | between 300 and 400 MHz |
| Maximum number of pins on one net before global-route repair | 25 |
| Fin. Hold Viols | 0 |
| P_leak | between 1 and 1.5 nW |
| Hold depth | 1 |
| Root Buffer | clkbuf_8 |
| Total wire length | 5770 um |
| Final core occ | 0.360 |
| Post-CTS Repair Setup Buffers | 0 |
| 1st-pass router iterations | 4 |
| Die area | approximately 0.011 sq mm |
| Flip-flops with a built-in enable | 32 |
| OpenROAD warnings | 26 |
| Finished Cell Area | approximately 0.0037 sq mm |
| Mapped cell area | ~0.0032 sq mm |
| Worst Hold Class | register to register |
| Worst Reg2Reg Path Length in Cells | 5 |
| Std-Cell Rows | 37 |
| CP Capture Type | register |
| Number of buffers created by CTS | 9 |
| Clock slew at reported path FFs | approximately 70 ps |
| Chip height | roughly 110 um |
| Initial drt markers | around 82 |
-- cells in the mapped netlist, types with 2 or more instances --
| library cell | instances | area [sq um] |
|---|---|---|
| ha_1 | 3 | 37.5 |
| o31ai_1 | 8 | 60.1 |
| nor3_1 | 22 | 110 |
| xor2_1 | 7 | 61.3 |
| inv_1 | 13 | 48.8 |
| o211ai_1 | 2 | 15.0 |
| and4b_1 | 4 | 40.0 |
| a211oi_1 | 8 | 60.1 |
| nor4b_1 | 2 | 17.5 |
| clkbuf_1 | 14 | 52.6 |
| a211oi_2 | 2 | 25.0 |
| or2_2 | 2 | 12.5 |
| a21oi_1 | 9 | 45.0 |
| nand4b_1 | 6 | 52.6 |
| or4_1 | 7 | 52.6 |
| buf_2 | 2 | 10.0 |
| o22ai_1 | 2 | 12.5 |
| dfxtp_1 | 32 | 641 |
| edfxtp_1 | 32 | 961 |
| nand2b_1 | 2 | 12.5 |
| o221ai_1 | 2 | 17.5 |
| nand2_1 | 25 | 93.8 |
| nor2_1 | 24 | 90.1 |
| xnor2_1 | 25 | 219 |
| nand4bb_1 | 2 | 22.5 |
| nor3b_1 | 2 | 15.0 |
| nand3_1 | 20 | 100 |
| nor4_1 | 10 | 62.6 |
| or3_1 | 3 | 18.8 |
| nand4_1 | 7 | 43.8 |
| o21ai_0 | 3 | 15.0 |
-- final cells by class --
| class | instances | area share |
|---|---|---|
| inverters | 13 | 0.0131 |
| flip-flops and latches | 64 | 0.430 |
| clock buffers | 13 | 0.0453 |
| repair buffers | 18 | 0.0450 |
| multi-input cells | 238 | 0.411 |
| clock inverters | 3 | 0.0107 |
| well taps | 136 | 0.0456 |
-- logic make-up (layout without fill, tap and decap cells) --
family	count (synthesis)	after routing	share of synthesized area
other cells	1	10	0.00117
fa+ha+maj	3	3	0.0117
compound gates	44	44	0.0988
flops	64	64	0.498
buf+inv	30	47	0.0381
xor+xnor	32	32	0.0871
simple gates	149	149	0.265
-- worst max-delay path by stage --
stage / end / slack, ps / cells after the start
after CTS: tecla[3] / 990 / 5
after global routing: tecla[0] / 840 / 5
final: tecla[1] / 990 / 5
-- registers in the layout, summed over array words and instances, names as in the netlist --
| register | flops |
|---|---|
| clk_counter | 19 |
| debounce | 32 |
| line | 4 |
| lineState | 4 |
| pressed | 1 |
| tecla | 4 |
-- per-layer routing --
layer  GRT usage  vias up  part of all wire
met5           0        -                 0
met2       0.164       42              0.43
met3      0.0221       11             0.041
met1       0.175     1092              0.51
li1            -     1241                 -
met4      0.0248        0             0.019
-- power breakdown --
group          internal (mW)  total (mW)  leakage [nW]  switching [mW]
Combinational         0.0144      0.0293         0.453          0.0149
Clock                  0.385       0.647         0.109           0.262
Sequential             0.787       0.790         0.568         0.00256
Total                   1.19        1.47          1.13           0.279
-- worst register-to-register path, delay by kind of cell, from the launching register on --
family	cells	cell delay (ps)
AND-OR/OR-AND	1	50
flip-flops	1	540
AND/OR/NAND/NOR	3	1180
buffers and inverters	1	150
Power figures rest on the tool's default switching activity, not on a simulated workload.
