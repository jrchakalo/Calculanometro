File: run.sh
#!/bin/bash
# OpenROAD 26Q1-2900-gdf79404cd8, Yosys 0.63+post, stock flow scripts
make -C /OpenROAD-flow-scripts/flow DESIGN_CONFIG=/design/flow/config.mk WORK_HOME=/design/flow/orfs finish
File: config.mk
export PLATFORM = sky130hd
export DESIGN_NAME = maqCro
export DESIGN_NICKNAME = maqCro
export VERILOG_FILES = /design/flow/design.v
export SDC_FILE = /design/flow/constraint.sdc
export NUM_CORES = 4
export LEC_CHECK = 1
export CORE_UTILIZATION = 50
File: constraint.sdc
current_design maqCro

set clk_period 5.3
set clk_io_pct 0.2

create_clock -name clk0 -period $clk_period [get_ports {clk}]

set non_clock_inputs [all_inputs -no_clocks]
set_input_delay [expr $clk_period * $clk_io_pct] -clock clk0 $non_clock_inputs
set_output_delay [expr $clk_period * $clk_io_pct] -clock clk0 [all_outputs]
File: design.v
module maqCro(
input clk, 
input [3:0] place,
output reg [3:0] counter_Dezenas, 
output reg [9:0] segundos
);
initial begin counter_Dezenas = 0; end
initial begin segundos = 0; end
reg[3:0] Dez_temp = 0;
reg[9:0] seg_temp = 0;
reg[2:0] estCon = 0;
  parameter inicio = 3'b000;
  parameter zerar = 3'b001;
  parameter retomar = 3'b010;
  parameter congelar = 3'b011;
  parameter parar = 3'b100;
  parameter A = 4'd10;
  parameter B = 4'd11;
  parameter C = 4'd12;
  parameter D = 4'd13;
reg [31:0] clk_counter = 0;
parameter Decsec = 5000000;
always @(posedge clk) begin
	if(place < A) begin
		estCon = inicio;
	end
	case(estCon)
		inicio : begin
			if(place == A)
          			estCon = zerar;
        		else if(place == B) 
          			estCon = retomar;
        		else if(place == C)
          			estCon = congelar;
        		else if(place == D)
          			estCon = parar;
		end
		zerar: begin
			if(place == A) begin
				Dez_temp = 4'd0;
				seg_temp = 4'd0;
				counter_Dezenas = 4'd0;
				segundos = 4'd0;
			end
			else
				estCon = inicio;
		end
		retomar: begin
			if(place == B) begin
				if (clk_counter == Decsec) begin
					Dez_temp <= Dez_temp + 1;
					clk_counter <= 0; 
					if (Dez_temp == 10) begin 
						Dez_temp <= 0; 
						seg_temp <= seg_temp +1;
					end			
					counter_Dezenas <= Dez_temp;
					segundos <= seg_temp;
				end
			else begin
				clk_counter <= clk_counter + 1;
			end
			end
			else
				estCon = inicio;
		end
		congelar: begin
			if(place == C) begin
				if (clk_counter == Decsec) begin
					Dez_temp <= Dez_temp + 1;
					clk_counter <= 0; 
					if (Dez_temp == 10) begin 
						Dez_temp <= 0; 
						seg_temp <= seg_temp +1;
					end			
				end
				else begin
				clk_counter <= clk_counter + 1;
				end
			end
			else
				estCon = inicio;
		end
		parar: begin
			if(place == D) begin
				counter_Dezenas <= Dez_temp;
				segundos <= seg_temp;
			end
			else
				estCon = inicio;
		end
	endcase
end
endmodule
==> flow_summary.json <==
{
  "status": "complete, no violations",
  "dr.first_iter.drc_count": 148,
  "ir_drop_mv": 0.1363,
  "switching_share_pct": 22.19,
  "compound_area_share_pct": 7.039,
  "layout_min_cycle_time_ns": 3.567,
  "die_h_um": 84.84,
  "p_comb_share_pct": 2.6,
  "switchingPower_mw": 0.2196,
  "rr_worst_depth": 6,
  "grt_pass1_vias": 2374,
  "dp_hpwl_um": 4339,
  "cp_top_family": "simple AND/OR/NAND/NOR gates",
  "cp-startpoint": "clk_counter[0]",
  "hold_viol_final": 0,
  "setup.worst_path.end_class": "register",
  "fin_worst_skew_ns": 0.007418,
  "num_vias": 2447,
  "synth_warnings": 1,
  "reg2reg_from": "clk_counter[0]",
  "ys_cells": 311,
  "r2r-end": "segundos[6]",
  "clock_latency_ns": 0.34,
  "report.final.slew_viol_count": 0,
  "fp-utilization_pct": 52.82,
  "ios": 19,
  "numCtsBuffers": 9,
  "gp_congestion": 0.8993,
  "wl_per_cell_um": 15.75,
  "post-route-util_pct": 59.47,
  "fmax_mhz": 280.3,
  "routed_wl_um": 6441,
  "ctsResizeCount": 0,
  "postCtsSetupBuffers": 0,
  "synth.distinct_cells": 41,
  "syn_to_final_growth_pct": 12.58,
  "holdBufCountCts": 0,
  "grt_use_met3_pct": 5.429,
  "tns_ns": 0,
  "start_kind": "register",
  "adder_share_pct": 1.094,
  "clkPwrFrac_pct": 42.3,
  "yosys_area_um2": 3431,
  "syn-mean-instance-area_um2": 11.03,
  "cts-htree-levels": 3,
  "placedInstanceArea_um2": 3666,
  "ant_nets": 0,
  "root_buffer": "clkbuf_8",
  "fin_crit_sh_pct": 67.31,
  "logic_family": "simple AND/OR/NAND/NOR gates",
  "power_density_nw_per_um2": 256.2,
  "grtUsageMet2_pct": 30.16,
  "cts_sinks": 63,
  "synthXorXnorAreaFrac_pct": 7.148,
  "antenna_found_initial": 0,
  "ys_async_sr_fraction_pct": 0,
  "worstPathArrival_ns": 3.55,
  "chipArea_um2": 7197,
  "crit_fanout": 21,
  "cts_max_path_buffers": 2,
  "rrSetupSlack_ns": 1.73,
  "ys_seq_share_pct": 54.27,
  "clk_pin_slew_ns": 0.07,
  "max_stage_delay_ns": 0.91,
  "grt_setup_unrepaired": "false",
  "crit_path_cell_trace": "inv_1 > ha_1 > nor4bb_1 > nand4_1 > nor2_1 > o311a_1",
  "layout-drive-gt1-share_pct": 6.928,
  "critical_path.endpoint": "segundos[6]",
  "max_slew_margin_pct": 44.29,
  "ys_sh_simple_pct": 25.97,
  "pwr-share-seq_pct": 55.2,
  "antennaDiodeCount": 0,
  "crit_buf_inv": 1,
  "p_int_mw": 0.7699,
  "core_area_um2": 6495,
  "grt_use_met1_pct": 34.70,
  "grt_pass1_wl_um": 11080,
  "portBuffers": 18,
  "drtPass1Iterations": 10,
  "setup_viol": 0,
  "gr-total-overflow": 0,
  "p_total_mw": 0.9895,
  "drc": 0,
  "top_usage_layer": "met1",
  "fp.dieW_um": 84.84,
  "syn_area_um2": 3431,
  "num_rows": 29,
  "grt_max_degree": 33,
  "numSynthFlops": 63,
  "cp_slowest_cell": "nor2_1",
  "grt_usage_pct": 20.62,
  "maxCapViolCount": 0,
  "worst_pin_slew_ns": 0.8326,
  "crit_cells": 6,
  "synth-edff-count": 60,
  "final_area_um2": 3862,
  "cts_tree": "done",
  "min_path_cells": 1,
  "hp-class": "reg2reg",
  "ys.flop_type": "edfxtp_1",
  "openroad.warnings": 27,
  "synthesis.instances": 311,
  "leakage_nw": 1.185,
  "cp.required_ns": 5.28,
  "mux_area_share_pct": 1.459,
  "timing_worst_setup_path_type": "reg2reg",
  "vias_per_cell": 5.983
}
## per-stage QoR
step | cells | hold slack [ns] | worst slack [ns]
6_report | 409 | 0.5783 | 1.733
5_1_grt | 409 | 0.6138 | 1.458
4_1_cts | 409 | 0.5827 | 1.732
3_5_place_dp | 393 | 0.5652 | 1.754
3_3_place_gp | 393 | 0.5643 | 1.833
2_1_floorplan | 311 | 0.5403 | 1.838
## layer usage
layer	vias up	part of all wire (%)
li1	1237	-
met1	1126	48
met2	78	45
met3	6	6.1
met4	0	0.75
met5	-	0
## kinds of logic after synthesis
family | after synthesis
simple gates | 148
flops | 63
compound gates | 39
xor+xnor | 28
buf+inv | 25
mux | 5
fa+ha+maj | 3
## sequential cells by signal, summed over array words and instances, names as in the netlist
register / count
clk_counter: 32
seg_temp: 10
segundos: 10
Dez_temp: 4
counter_Dezenas: 4
estCon: 3
## cells in the mapped netlist, drive strengths merged (3+ instances only)
library cell,number,share of area (%)
a21oi,16,2.3
and2,10,1.8
and3,7,1.3
and4,7,1.8
buf,3,0.62
clkbuf,14,1.5
dfxtp,3,1.8
edfxtp,60,53
ha,3,1.1
inv,8,0.88
mux2i,5,1.5
nand2,14,1.5
nand2b,4,0.73
nand3,20,2.9
nand4,18,3.3
nor2,15,1.6
nor2b,3,0.55
nor3,4,0.58
nor4,15,2.7
nor4b,3,0.77
o21ai,5,0.73
o31ai,11,2.4
or2,3,0.55
or3,4,0.73
or4,11,2.5
xnor2,22,5.6
xor2,6,1.5
## layout by cell type (no fill, tap or decap), types with 5 or more instances in the layout
cell             count
xor2_1               6
o21ai_0              5
nand4_1             18
clkbuf_8             9
and4_1               7
a21oi_1             16
nand3_1             20
nand2_1             14
mux2i_1              5
nor4_1              15
xnor2_1             22
nor2_1              14
and3_1               7
and2_1              10
clkdlybuf4s50_1     18
edfxtp_1            60
o31ai_1             11
or4_1               10
inv_1                8
## final cells by class
type / instances / area, um^2
timing repair buffer: 22 / 210.2
multi-input combinational: 223 / 1468
inverter: 8 / 30.03
clock inverter: 7 / 72.57
clock buffer: 9 / 123.9
tap: 77 / 96.34
fill: 516 / 2633
sequential: 63 / 1862
## power by group through the flow
stage | Combinational, mW | Sequential (mW) | Clock (mW)
4_1_cts | 0.0255 | 0.546 | 0.428
5_1_grt | 0.0290 | 0.546 | 0.452
6_report | 0.0254 | 0.546 | 0.418
## how the worst min path moves through the flow
stage / startpoint / endpoint
4_1_cts: seg_temp[9] / segundos[9]
6_report: seg_temp[9] / segundos[9]
5_1_grt: seg_temp[9] / segundos[9]
Power and IR drop assume default switching activity.
