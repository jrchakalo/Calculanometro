[config.mk]
export PLATFORM = sky130hd
export DESIGN_NAME = calculadora
export DESIGN_NICKNAME = calculadora
export VERILOG_FILES = /design/flow/design.v
export SDC_FILE = /design/flow/constraint.sdc
export NUM_CORES = 4
export LEC_CHECK = 1
export CORE_UTILIZATION = 40
[constraint.sdc]
current_design calculadora

set clk_period 12.4
set clk_io_pct 0.2

create_clock -name clk0 -period $clk_period

set non_clock_inputs [all_inputs -no_clocks]
set_input_delay [expr $clk_period * $clk_io_pct] -clock clk0 $non_clock_inputs
set_output_delay [expr $clk_period * $clk_io_pct] -clock clk0 [all_outputs]
[design.v]
module calculadora (x, y, op, clk, result, signal);
	input clk;
	input [6:0] x, y;
	input [1:0] op;
	output reg signal;
	output reg [13:0] result;
	reg [1:0] estado;
	parameter esp = 2'd0,  sum = 2'd1, sub = 2'd2, mult = 2'd3;
	initial begin
		estado = esp;
		result = 14'd0;
		signal = 0;
	end
	always @(posedge clk) begin	
		case(op) 
			esp:
				estado <= esp;
			sum:
				estado <= sum;
			sub:
				estado <= sub;
			mult:
				estado <= mult;
		endcase
	end
	always @(*) begin
		case(op) 
			esp: begin
				result <= 0;
				signal <= 0;
			end
			sum: begin
				result <= x+y;
				signal <= 0;
			end
			sub: begin
				if(y > x) begin
					result <= y-x;
					signal <= 1;
				end else begin
					result <= x-y;
					signal <= 0;
				end
			end
			mult: begin
				result <= x*y;
				signal <= 0;
			end
		endcase
	end
endmodule
[run.sh]
#!/bin/bash
# OpenROAD 26Q1-2900-gdf79404cd8, Yosys 0.63+post, stock flow scripts
make -C /OpenROAD-flow-scripts/flow DESIGN_CONFIG=/design/flow/config.mk WORK_HOME=/design/flow/orfs finish
==> impl_metrics.toml <==
# physical design summary
[power]
clockPowerShare = 0
p_sw_frac = 0.5310
leakage_nw = 1.424
switchingPower_w = 0.0001253
comb_power_share = 1.000
irDropWorstVdd_uv = 70.29
internal_power_w = 0.0001107
seqPwrFrac = 0
powerDensity_mw_per_mm2 = 81.28

[placement]
hpwl_um = 5215
dp_slack_ns = 2.265
numPortBuffers = 31
gp_congestion = 0.9288
place_area_mm2 = 0.002903

[global_routing]
grt.total_usage = 0.2051
antenna_found_initial = 0
grt.met1_usage = 0.3056
busiest_layer = "met2"
met2_usage = 0.3149
grt_pass1_vias = 2092
met3_usage = 0.04735
grt_start_max_net_pins = 17
grt_pass1_wl_um = 10230
grt-ovfl-total = 0

[flow_run]
warnings = 47
drv_cap = 0

[logic_synthesis]
postSynthCellCount = 324
syn_area_mm2 = 0.002551
synth.distinct_cells = 41
ys_seq_frac = 0
synth_warnings = 1
yosysChipArea_mm2 = 0.002551
avgSynthCellArea_um2 = 7.874
yosys_cells = 324

[sta]
setup_ws_ns = 2.204
finalClockPeriodUsage = 0.8222
tns_ns = 0
hold_ws_ns = 6.182
relSlewSlack = 0.6390
setup_viol = 0
rsz0062_at_grt = "false"
fmax_ghz = 0.09808
worst_slew_pin_slew_ns = 0.5416
hold_violations = 0
fin_crit_ns = 10.20
finalMaxSlewViolations = 0

[die]
core_region_area_mm2 = 0.006026
row_count = 28
chip_area_mm2 = 0.006701
die_w_um = 81.86
die_y_um = 81.86
fp-utilization = 0.4234
boundaryPins = 32

[routing]
detail-route-antenna-nets = 0
wirelength_um = 6109
antenna_cells = 0
via_per_inst = 5.251
drtPass1Iterations = 4
wl_per_cell_um = 14.48
dr_total_vias = 2216
drt_iter0_markers = 145
drc = 0

[run_status]
status = "complete, no violations"

[clocking]
hold_buffers = 0
cts_setup_buffers = 0
cts_resized = 0

[finish]
drive_gt1_frac = 0.01441
finalInstanceArea_mm2 = 0.002903
clock_buffer_count = 0
layout_top_cell = "ha_1"
ff_latch_area_um2 = 0
finish.utilization = 0.4817
syn2layout_area_growth_pct = 13.78
seq_cells = 0
final_cell_mix = "ha_1, inv_1, nor2_1, clkdlybuf4s50_1, fa_1"

[critical_path]
crit_arrival_ns = 7.72
start_kind = "primary input"
worst_path_max_delay_cell = "clkdlybuf4s50_1"
path_common_cell = "inv_1"
crit_type = "in2out"
crit_path_cell_trace = "clkdlybuf4s50_1 -> inv_1 -> nor2_1 -> fa_1 -> inv_1 -> fa_1 -> inv_1 -> fa_1 -> inv_1 -> fa_1 -> inv_1 -> ha_1 -> o21ai_0 -> a21oi_1 -> o221ai_1 -> o21ai_0 -> xnor2_1 -> o21ai_0 -> clkdlybuf4s50_1"
critPathMaxStageDelay_ns = 0.56
crit_path_end_kind = "output pin"
worstPathRequired_ns = 9.92
path_max_fanout = 8

[worst_hold_path]
hp-class = "in2out"
-- critical path, delay by kind of cell --
kind	cells	cell delay, ns
adder cells (fa/ha/maj)	5	2.36
XOR/XNOR	1	0.08
AND-OR/OR-AND	5	1.08
AND/OR/NAND/NOR	1	0.10
buffers and inverters	7	1.59
-- power by group through the flow --
stage	logic [W]	clock network (W)	registers, W
finish	0.000236	0	0
global route	0.000272	0	0
CTS	0.000239	0	0
-- layer usage --
metal / vias up / share of wire
met3: 6 / 0.078
met1: 1005 / 0.47
met2: 68 / 0.43
met5: - / 0
li1: 1137 / -
met4: 0 / 0.017
-- path summary, 6_finish.rpt --
check  startpoint    endpoint  slack (ns)  cells after the start
min         op[0]   result[0]        6.18                      4
max          y[1]  result[12]        2.20                     19
-- layout make-up --
| type | count | area [µm²] |
|---|---|---|
| fill | 585 | 3123 |
| multi-input combinational | 268 | 2318 |
| timing repair buffer | 31 | 310.3 |
| tap | 75 | 93.84 |
| inverter | 48 | 180.2 |
-- stage by stage --
stage	total power, W	instances
floorplan	0.0001677	324
finish	0.0002360	422
global placement	0.0002354	422
global route	0.0002722	422
detailed placement	0.0002368	422
CTS	0.0002386	422
-- cells in the mapped netlist, types with 6 or more instances --
| master | number | share of area |
|---|---|---|
| inv_1 | 48 | 0.071 |
| xor2_1 | 6 | 0.021 |
| mux2i_1 | 7 | 0.027 |
| nand2_1 | 23 | 0.034 |
| o21ai_0 | 17 | 0.033 |
| fa_1 | 27 | 0.21 |
| nor2_1 | 43 | 0.063 |
| xnor2_1 | 14 | 0.048 |
| a21oi_1 | 20 | 0.039 |
| nand3_1 | 8 | 0.016 |
| ha_1 | 53 | 0.26 |
-- kinds of logic after synthesis --
| group | count (synthesis) | synth area share |
|---|---|---|
| xor gates and xnor gates | 20 | 0.06866 |
| adders and majority gates | 80 | 0.4718 |
| buffers and inverters | 56 | 0.09122 |
| muxes | 7 | 0.02747 |
| and+or+nand+nor | 93 | 0.1599 |
| AOI/OAI and AO/OA | 68 | 0.1810 |
Power is estimated from default activity; no workload was simulated.
